===== ./run.sh =====
#!/bin/bash
# OpenROAD 26Q1-2900-gdf79404cd8, Yosys 0.63+post, stock flow scripts
make -C /OpenROAD-flow-scripts/flow DESIGN_CONFIG=/design/flow/config.mk WORK_HOME=/design/flow/orfs finish

===== ./config.mk =====
export PLATFORM = sky130hd
export DESIGN_NAME = CharDrawer_serial
export DESIGN_NICKNAME = CharDrawer_serial
export VERILOG_FILES = /design/flow/design.v
export SDC_FILE = /design/flow/constraint.sdc
export NUM_CORES = 4
export LEC_CHECK = 1
export CORE_UTILIZATION = 50

===== ./constraint.sdc =====
current_design CharDrawer_serial

set clk_period 4.7
set clk_io_pct 0.2

create_clock -name clk0 -period $clk_period [get_ports {clk}]

set non_clock_inputs [all_inputs -no_clocks]
set_input_delay [expr $clk_period * $clk_io_pct] -clock clk0 $non_clock_inputs
set_output_delay [expr $clk_period * $clk_io_pct] -clock clk0 [all_outputs]

===== ./design.v =====
`default_nettype none
module CharDrawer_serial #(
    parameter MAX_CHARS = 16
    ) (
    input wire logic                         clk,         
    input wire logic                         reset,       
    input wire logic                         enable,      
    output logic                             done,        
    output logic                             tx,          
    input wire logic [(MAX_CHARS * 8) - 1:0] string_in    
    );
    logic setCnt, decCnt, send, sent;
    logic[$clog2(MAX_CHARS)-1:0] cnt;
    logic[7:0] din;
    typedef enum logic[1:0] {ST_IDLE, ST_REQ, ST_ACK, ST_DONE} StateType;
    StateType cs, ns;
    assign din = string_in[cnt * 8 +: 8];
    always_ff @(posedge clk)
        if (setCnt)
            cnt <= MAX_CHARS-1;
        else if (decCnt)
            cnt <= cnt - 1;
    always_ff @(posedge clk)
        cs <= ns;
    always_comb begin
        ns = cs;
        send = 0;
        setCnt = 0;
        decCnt = 0;
        done = 0;
        if (reset)
            ns = ST_IDLE;
        else case (cs)
            ST_IDLE: begin
                if (enable) ns = ST_REQ;
                setCnt = 1;
            end
            ST_REQ: begin
                if (sent) ns = ST_ACK;
                send = 1;
            end
            ST_ACK: begin
                if (~sent) begin
                    if (cnt == 0)
                        ns = ST_DONE;
                    else begin
                        ns = ST_REQ;
                        decCnt = 1;
                    end
                end
            end
            ST_DONE: begin
                if (~enable) ns = ST_IDLE;
                done = 1;
            end
            endcase
    end
    tx TX(.clk(clk), .Reset(reset), .Send(send), .Din(din), .Sent(sent), .Sout(tx));
endmodule
`timescale 1ns / 1ps
`default_nettype none
module tx (
	input wire logic clk,    
	input wire logic Reset,  
	input wire logic Send,   
	input wire logic[7:0] Din,  
	output logic Sent,  
	output logic Sout   
);
typedef enum logic[2:0] {IDLE, START, BITS, PAR, STOP, ACK} StateType;
StateType ns, cs;
localparam TIMER_MAX = 5208;  
logic clrTimer, timerDone;  
logic[12:0] timer;
localparam DATA_BITS = 8;
logic clrBit, incBit, bitDone;  
logic[2:0] bitNum;
logic startBit, dataBit, parityBit;  
assign timerDone = (timer == TIMER_MAX-1) ? 1'b1 : 1'b0;
always_ff @(posedge clk)
	if (Reset || clrTimer || timerDone)
		timer <= 0;
	else
		timer <= timer+1;
assign bitDone = (bitNum == DATA_BITS-1) ? 1'b1 : 1'b0;
always_ff @(posedge clk)
	if (Reset || clrBit)
		bitNum <= 0;
	else if (incBit)
		bitNum <= bitNum+1;
always_comb
begin
	ns = cs;
	clrTimer = 1'b0;
	incBit = 1'b0;
	clrBit = 1'b0;
	startBit = 1'b0;
	dataBit = 1'b0;
	parityBit = 1'b0;
	Sent = 1'b0;
	if (Reset)
		ns = IDLE;
	else
		case (cs)
		IDLE: begin
			if (Send) ns = START;
			clrTimer = 1'b1;
		end
		START: begin
			if (timerDone) begin
				ns = BITS;
				clrBit = 1'b1;
			end
			startBit = 1'b1;
		end
		BITS: begin
			if (timerDone)
				if (bitDone) ns = PAR;
				else incBit = 1'b1;
			dataBit = 1'b1;
		end
		PAR: begin
			if (timerDone) ns = STOP;
			parityBit = 1'b1;
		end
		STOP: begin
			if (timerDone) ns = ACK;
		end
		ACK: begin
			if (~Send) ns = IDLE;
			Sent = 1'b1;
		end
		endcase
end
always_ff @(posedge clk)
	cs <= ns;
always_ff @(posedge clk)
	if (startBit)
		Sout <= 0;
	else if (dataBit)
		Sout <= Din[bitNum];
	else if (parityBit)
		Sout <= ~^Din;  
	else
		Sout <= 1;
endmodule

==> run notes <==
flow finished, numbers: Max Slew Vio Count 0, first-pass GRT wire length 11800 µm, hpwl dp 6100 µm, Via density 5.55, number of port buffers 132, CP arrival 2370 ps, Tool Warnings 26, CTS hold repair buffers 0, area growth from synthesis to layout 54.4%, Syn Inst Count 266, clk sinks 31, total track usage 29.6%, RSZ-0062 raised after global routing no, Clock Pin Slew Worst Setup and Hold Paths 50 ps, number of enable flip-flop cells 0, crit path DRT 3760 ps, max cap viols 0, worst vdd ir 0.308 mV, full die area 5300 µm², status finished clean, Setup violations, final 0, Late-Pin Clk Latency 270 ps, yosys cell count 266, Crit. End Element primary output, Setup crit start kind input port, Num CTS Buffers 5, Clock Path Buffers 2, TritonCTS clock tree built, Unique masters post-synth 42, Worst Max-Slew Pin Slew 732 ps, H-tree depth 2, Tmin final 3310 ps, vias in the first global route 2244, Yosys warning count 2, Peak Freq 302 MHz, Post-synth ARST share 0%, met3 usage in global routing 7.28%, Post-synth regs 31, Pwr Total 0.763 mW, Dominant Register Cell dfxtp_1, Setup CP Type input port to primary output, Hold WC Path Type register to register, share of layout cells above drive strength 1 7.44%, cts repair resizes 0, crit path max fanout 19, Final Routed Wirelength 7590 µm, diodes inserted 0, yosys stat area 2500 µm², via count 2535, Die Y 72.8 µm, Ports 133, Static Leak 1.60 nW, M1 GR Usage 45.2%, gp weighted congestion 0.860, Final Hold Viols 0, ANT nets after route 0, Initial DRC Count 174, DR DRC count 0, initial antenna violation count 0, Pwr Density 197 nW/µm², CORE AREA 4790 µm², TritonRoute pass-1 iters 4, Mapped Area 2500 µm², clock skew 2.19 ps, met2 usage in global routing 44.8%, setup TNS 0 ps, CTS Root Cell clkbuf_8, Post-synth seq share 24.8%, final period utilization 70.4%, FP Rows 25, Slew headroom 51.2%, largest net degree at the start of global routing 45, Avg WL per Cell 16.6 µm, final core occ 80.8%, Avg Cell Area, Syn 9.42 µm², Setup Buffers After CTS 0, Die Wd 72.8 µm, grt ovf 0, FP Util 52.3%, GRT Max-Usage Layer met1
layer usage:
metal  up-vias  share of wire [%]
li1       1250                  -
met1      1180                 45
met2        93                 44
met3        12                9.5
met4         0                1.6
met5         -                  0
state kept, by name, indices dropped and copies added (netlist names):
signal	count
TX.cs	6
TX.Sout	1
TX.bitNum	3
cnt	4
TX.timer	13
cs	4
cell families (layout without fill, tap and decap cells):
kind of cell               count (synthesis)  count (layout)  synth area share [%]
muxes                                     50              50                  28.0
DFF                                       31              31                  24.8
and+or+nand+nor                           85              85                  16.1
xor gates and xnor gates                  21              21                  7.34
buffers and inverters                     25             149                  6.89
AOI/OAI and AO/OA                         50              50                  14.9
adders and majority gates                  4               4                  2.00
stage by stage:
stage               setup WS [ps]  std cells  area, µm²  hold WS (ps)
floorplan                    2350        266       2500           418
global placement             1420        451       3790           430
detailed placement           1430        451       3790           439
CTS                          1400        457       3870           452
global route                 1270        457       3870           462
finish                       1390        457       3870           450
report_power, final:
part / internal [mW] / switching, mW
Clock: 0.0982 / 0.0820
Sequential: 0.270 / 0.00762
Combinational: 0.198 / 0.107
Total: 0.566 / 0.197
final timing paths:
path,slack [ps],startpoint,end,cells past startpoint
max,1390,reset,done,3
min,450,TX.timer[0],TX.timer[0],1
max reg2reg,1930,cnt[0],TX.Sout,9
min reg2reg,450,TX.timer[0],TX.timer[0],1
cells in the final DEF (no fill, tap or decap), types with 2 or more instances in the layout:
cell type,count
a21oi_1,4
a221oi_1,15
a22oi_1,10
a31oi_1,2
and3_1,3
buf_4,4
clkbuf_8,5
clkdlybuf4s50_1,132
dfxtp_1,30
ha_1,4
inv_1,7
mux2i_1,34
mux4_2,16
nand2_1,10
nand2b_1,2
nand3_1,9
nand4_1,2
nor2_1,41
nor2b_1,3
nor3_1,3
nor3b_1,6
nor4_1,2
o21ai_0,2
o21ai_1,7
o22ai_1,2
o31ai_1,2
or3_1,2
xnor2_1,14
xor2_1,7
worst max-delay path, stage by stage:
cell and delay [ps]:
clkdlybuf4s50_1 720, nor2b_1 230, clkdlybuf4s50_1 480
synthesized netlist by cell type, types with 3 or more instances:
cell type | number | area, µm²
xnor2_1 | 14 | 123
ha_1 | 4 | 50.1
mux4_2 | 16 | 360
nor3_1 | 3 | 15.0
nand3_1 | 9 | 45.0
mux2i_1 | 34 | 340
xor2_1 | 7 | 61.3
a221oi_1 | 15 | 131
inv_1 | 7 | 26.3
and3_1 | 3 | 18.8
nor2b_1 | 3 | 18.8
a22oi_1 | 10 | 75.1
o21ai_1 | 7 | 35.0
clkbuf_1 | 5 | 18.8
a21oi_1 | 4 | 20.0
nor3b_1 | 6 | 45.0
nand2_1 | 10 | 37.5
dfxtp_1 | 31 | 621
buf_2 | 3 | 15.0
nor2_1 | 41 | 154
layout make-up:
class                      instances  area (µm²)
multi-input combinational        210        1710
fill                             303         918
inverter                           7        26.3
sequential                        31         622
tap                               67        83.8
clock buffer                       6        72.6
timing repair buffer             136        1350
Power is estimated from default activity; no workload was simulated.
