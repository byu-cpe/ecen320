<file path="run.sh">
#!/bin/bash
# OpenROAD 26Q1-2900-gdf79404cd8, Yosys 0.63+post, stock flow scripts
make -C /OpenROAD-flow-scripts/flow DESIGN_CONFIG=/design/flow/config.mk WORK_HOME=/design/flow/orfs finish
</file>
<file path="config.mk">
export PLATFORM = sky130hd
export DESIGN_NAME = decrypt_rc4
export DESIGN_NICKNAME = decrypt_rc4
export VERILOG_FILES = /design/flow/design.v
export SDC_FILE = /design/flow/constraint.sdc
export NUM_CORES = 4
export LEC_CHECK = 1
export CORE_UTILIZATION = 50
</file>
<file path="constraint.sdc">
current_design decrypt_rc4

set clk_period 52.9
set clk_io_pct 0.2

create_clock -name clk0 -period $clk_period [get_ports {clk}]

set non_clock_inputs [all_inputs -no_clocks]
set_input_delay [expr $clk_period * $clk_io_pct] -clock clk0 $non_clock_inputs
set_output_delay [expr $clk_period * $clk_io_pct] -clock clk0 [all_outputs]
</file>
<file path="design.v">
`default_nettype none
module decrypt_rc4 #(
    parameter K_BYTES_LEN =  3,
    parameter M_BYTES_LEN = 16
) (
    input wire logic                                        clk,         
    input wire logic                                        reset,       
    input wire logic                                        enable,      
    input wire logic    [(K_BYTES_LEN * 8) - 1:0]           key,         
    input wire logic    [(M_BYTES_LEN * 8) - 1:0]           bytes_in,    
    output logic        [(M_BYTES_LEN * 8) - 1:0]           bytes_out,   
    output logic                                            done         
);
    typedef enum {S_INIT, S_LOOP1,
                    S_LOOP2_readSi, S_LOOP2_readSj, S_LOOP2_write,
                    S_LOOP3_init, S_LOOP3_readSi, S_LOOP3_readSj, S_LOOP3_writeSi, S_LOOP3_writeSj, S_LOOP3_readK,
                    S_update_text_out,
                    S_DONE} StateType;
    StateType cs;
    logic   [7:0]   i;                           
    logic   [7:0]   j;                           
    logic   [7:0]   j_calc;                      
    logic   [7:0]   ram_addr_a;
    logic   [7:0]   ram_addr_b;
    logic ram_we_a;
    logic ram_we_b;
    logic   [7:0]   ram_data_in_a;
    logic   [7:0]   ram_data_in_b;
    logic   [7:0]   ram_data_out_a;
    logic   [7:0]   ram_data_out_b;
    logic   [7:0]   Si_saved;                    
    logic   [7:0]   Sj_saved;                    
    logic   [7:0]   i_calc_loop3;                
    logic   [7:0]   j_calc_loop3;                
    logic   [7:0]   K_lookup;                    
    logic   [$clog2(K_BYTES_LEN)-1:0]  key_byte_idx;  
    logic   [$clog2(M_BYTES_LEN)-1:0]  msg_byte_idx;  
    always_ff @(posedge clk) begin
        if (cs == S_update_text_out) begin
            bytes_out[msg_byte_idx * 8 +: 8] <= bytes_in[msg_byte_idx * 8 +: 8] ^ ram_data_out_a;
        end
    end
    always_ff @(posedge clk) begin
        done <= 1'b0;
        if (reset) begin
            cs <= S_INIT;
        end else begin
            case(cs)
                S_INIT:
                    if (enable)
                        cs <= S_LOOP1;
                S_LOOP1:
                    if (i == 254)
                        cs <= S_LOOP2_readSi;
                S_LOOP2_readSi:
                    cs <= S_LOOP2_readSj;
                S_LOOP2_readSj:
                    cs <= S_LOOP2_write;
                S_LOOP2_write:
                    if (i == 255)
                        cs <= S_LOOP3_init;
                    else
                        cs <= S_LOOP2_readSi;
                S_LOOP3_init:
                    cs <= S_LOOP3_readSi;
                S_LOOP3_readSi:
                    cs <= S_LOOP3_readSj;
                S_LOOP3_readSj:
                    cs <= S_LOOP3_writeSi;
                S_LOOP3_writeSi:
                    cs <= S_LOOP3_writeSj;
                S_LOOP3_writeSj:
                    cs <= S_LOOP3_readK;
                S_LOOP3_readK:
                    cs <= S_update_text_out;
                S_update_text_out: begin
                    if (msg_byte_idx == 0) begin
                        cs <= S_DONE;
                        done <= 1'b1;
                    end else begin
                        cs <= S_LOOP3_readSi;
                    end
                end
                S_DONE:
                    if (!enable)
                        cs <= S_INIT;
            endcase
        end
    end
    always_ff @(posedge clk) begin
        case(cs)
        S_INIT: begin
            i <= 8'b0;
            j <= 8'b0;
            key_byte_idx <= 0;
        end
        S_LOOP1: begin
            i <= i + 2;
        end
        S_LOOP2_readSj: begin
            j <= j_calc;
        end
        S_LOOP2_write: begin
            i <= i + 1;
            if (key_byte_idx == K_BYTES_LEN - 1)
                key_byte_idx <= 0;
            else
                key_byte_idx <= key_byte_idx + 1;
        end
        S_LOOP3_init: begin
            i <= 0;
            j <= 0;
            msg_byte_idx <= (M_BYTES_LEN - 1);
        end
        S_LOOP3_readSi: begin
            i <= i_calc_loop3;
        end
        S_LOOP3_readSj: begin
            j <= j_calc_loop3;
        end
        S_update_text_out: begin
            msg_byte_idx <= msg_byte_idx - 1;
        end
        endcase
    end
    always_ff @(posedge clk) begin
        if (cs == S_LOOP2_readSj)
            Si_saved <= ram_data_out_a;
        if (cs == S_LOOP3_readSj)
            Si_saved <= ram_data_out_a;
        if (cs == S_LOOP3_writeSi)
            Sj_saved <= ram_data_out_a;
    end
    assign i_calc_loop3 = i + 1;
    assign j_calc = j + ram_data_out_a + key[key_byte_idx * 8 +: 8];
    assign j_calc_loop3 = (j + ram_data_out_a);
    assign K_lookup = Si_saved + Sj_saved;
    always_comb begin
        ram_addr_a = 8'bxxxxxxxx;
        ram_addr_b = 8'bxxxxxxxx;
        ram_data_in_a = 8'bxxxxxxxx;
        ram_data_in_b = 8'bxxxxxxxx;
        ram_we_a = 0;
        ram_we_b = 0;
        case(cs)
            S_LOOP1: begin
                ram_we_a = 1;
                ram_we_b = 1;
                ram_addr_a = i;
                ram_addr_b = i + 1;
                ram_data_in_a = i;
                ram_data_in_b = i + 1;
            end
            S_LOOP2_readSi: begin
                ram_addr_a = i;
            end
            S_LOOP2_readSj: begin
                ram_addr_a = j_calc;
            end
            S_LOOP2_write: begin
                ram_we_a = 1;
                ram_addr_a = i;
                ram_data_in_a = ram_data_out_a;
                ram_we_b = 1;
                ram_addr_b = j;
                ram_data_in_b = Si_saved;
            end
            S_LOOP3_readSi: begin
                ram_addr_a = i_calc_loop3;
            end
            S_LOOP3_readSj: begin
                ram_addr_a = j_calc_loop3;
            end
            S_LOOP3_writeSi: begin
                ram_we_a = 1;
                ram_addr_a = i;
                ram_data_in_a = ram_data_out_a;
            end
            S_LOOP3_writeSj: begin
                ram_we_a = 1;
                ram_addr_a = j;
                ram_data_in_a = Si_saved;
            end
            S_LOOP3_readK: begin
                ram_addr_a = K_lookup;
            end
        endcase
    end
    dual_port_ram #(.ADDR_WIDTH(8), .DATA_WIDTH(8)) ram_inst (
        .clk_a(clk),
        .clk_b(clk),
        .en_a(1'b1),
        .en_b(1'b1),
        .we_a(ram_we_a),
        .we_b(ram_we_b),
        .addr_a(ram_addr_a),
        .addr_b(ram_addr_b),
        .data_in_a(ram_data_in_a),
        .data_in_b(ram_data_in_b),
        .data_out_a(ram_data_out_a),
        .data_out_b(ram_data_out_b)
    );
endmodule
module dual_port_ram #(
    parameter ADDR_WIDTH=10,
    parameter DATA_WIDTH=32
)(
    input wire logic clk_a,
    input wire logic clk_b,
    input wire logic en_a,
    input wire logic en_b,
    input wire logic we_a,
    input wire logic we_b,
    input wire logic    [ADDR_WIDTH-1:0]    addr_a,
    input wire logic    [ADDR_WIDTH-1:0]    addr_b,
    input wire logic    [DATA_WIDTH-1:0]    data_in_a,
    input wire logic    [DATA_WIDTH-1:0]    data_in_b,
    output logic        [DATA_WIDTH-1:0]    data_out_a,
    output logic        [DATA_WIDTH-1:0]    data_out_b
);
logic   [DATA_WIDTH-1:0]    ram [(2**ADDR_WIDTH)-1:0];
always_ff @(posedge clk_a) begin
    if (en_a) begin
        if (we_a)
            ram[addr_a] <= data_in_a;
        data_out_a <= ram[addr_a];
    end
end
always @(posedge clk_b) begin
    if (en_b) begin
        if (we_b)
            ram[addr_b] <= data_in_b;
        data_out_b <= ram[addr_b];
    end
end
endmodule
</file>
==> impl_metrics.ini <==
; generated from flow reports
[setup_path]
critPathTopFamily = buffers and inverters
critPathArrivalTime_ns = 18.83
cp.buffers_inverters = 8
path_common_cell = buf_4
max_stage_delay_ns = 0.87
cp.required_ns = 53.68
reg2reg_from = key_byte_idx[1]
r2r_setup_slack_ns = 43.93
cp_slowest_cell = nor4_1
critical_path.cell_chain = clkdlybuf4s50_1 -> mux2i_1 -> o21ai_0 -> ha_1 -> inv_1 -> fa_1 -> o31a_2 -> buf_4 -> nand2_4 -> buf_4 -> buf_4 -> buf_4 -> buf_4 -> mux2i_1 -> a32oi_1 -> a31oi_1 -> a311oi_1 -> nor4_1 -> buf_4 -> o211ai_1 -> or4_1
endpoint_kind = register
r2r-end = ram_inst.data_out_a[6]
r2r_cells = 21
path_depth = 21
cp-startpoint = key[16]
endpoint = ram_inst.data_out_a[6]
crit_path_start_kind = input port
path_class = in2reg
critPathMaxFanout = 64

[clock_network]
cts_inserted_buffers = 240
cts-root-buf = clkbuf_16
cts_sinks = 2236
cts_buffer_depth = 3
clock_latency_ns = 0.94
post_cts_resized = 0
post_cts_buffers = 0
clk_pin_slew_ns = 0.06
cts_max_level = 4
cts_tree = done
cts.hold.buffers_added = 0

[floorplan]
die_h_um = 485
row_count = 177
core_um2 = 232000
die_area_um2 = 236000
fp_util = 0.503
die_w_um = 485
io_pins = 284

[status]
violations = max-capacitance violations, max-slew violations
status = finished, violations left

[synthesis]
netlist_area_um2 = 117000
ys.flops = 2236
edf_count = 2214
largest_area_cell = edfxtp_1
synth_warnings = 2
post-synth-top-count-cell = nand2_1
yosys_cells = 10900
ff_type = edfxtp_1
avgSynthCellArea_um2 = 10.7
yosys-top-cells-area = edfxtp_1 (57%), mux2i_1 (10%), nand2_1 (8.4%)
synthArstFlopShare = 0
ys_top_cells_by_count = nand2_1 (2,615), edfxtp_1 (2,214), mux2i_1 (1,203), o21ai_0 (855), clkbuf_1 (792)
synth_cell_types = 85
synth_top_area_share = 0.569
synthCells = 10900
yosys_area_um2 = 117000
ys_seq_share = 0.573

[placement]
gp_congestion = 1.05
portBuffers = 283
post-dp-hpwl_mm = 269
dp_worst_setup_slack_ns = 34.18
placed_cell_area_um2 = 123000

[final_timing]
worst_pin_slew_ns = 1.55
grt_setup_unrepaired = no
setup_slack_ns = 34.85
max_slew_margin = -0.0401
setup_viol = 0
timing.fmax_mhz = 55.4
fin_tns_setup_ns = 0
skew_ns = 0.0663
min_period_ns = 18.05
finalHoldViolCount = 0
drv_slew = 2
min_period_over_period = 0.341

[routing]
wl_per_cell_um = 31.3
detailroute.via_count = 91300
vias_per_cell = 6.50
drtIter0Drc = 8060
first_pass_iters = 6
drc = 0
wl_mm = 440
ant_nets = 0

[pwr]
p_leak_uw = 0.0488
p_per_area_nw_per_um2 = 66.1
ir_drop_mv = 0.109

[grt]
grt_max_degree = 132
grt_pass1_vias = 91000
grt_usage = 0.406
grt_overflow = 0
grt_antenna_before_repair = 26
grt_pass1_wl_mm = 636

[run]
warning_count = 55
max_cap_violations = 1

[layout]
postLayoutCellArea_um2 = 130000
area_growth_syn_to_layout_pct = 11.6
fin_util = 0.561
final_layout_size_suffix_gt1_frac = 0.101

[worst_hold_path]
hold_class = reg2reg
## worst min-delay path by stage
| stage | start | end | slack [ns] | cells after the start |
|---|---|---|---|---|
| final | cs[3] | cs[3] | 0.47 | 2 |
| after global routing | cs[3] | cs[3] | 0.50 | 2 |
| after CTS | cs[3] | cs[3] | 0.47 | 2 |
## tightest hold or removal path: stages, from the launching register on
cell and delay (ns):
dfxtp_1 0.31, nand2_1 0.07, o21bai_1 0.05
## power breakdown
group	internal [uW]	total [uW]	switching, uW
clock network	924	1660	733
registers	2050	2080	33.5
logic	1190	4890	3700
total	4160	8620	4460
## flip-flops by register name, indices dropped and copies added, names as in the netlist
name,count
msg_byte_idx,4
bytes_out,128
done,1
ram_inst.ram,2048
ram_inst.data_out_a,8
cs,13
key_byte_idx,2
Si_saved,8
j,8
Sj_saved,8
i,8
## cell type report
cell class	count	area (um^2)
diodes	52	130
repair buffers	715	6250
flip-flops and latches	2236	66900
inverters	24	90.1
multi-input cells	7532	45600
fillers	19000	102000
clock buffers	299	6290
clock inverters	146	1350
well taps	3043	3810
## cell families after synthesis
kind of cell    count (synthesis)  share of synthesized area
simple gates                 3991                      0.149
fa+ha+maj                      32                    0.00362
mux                          1290                      0.113
xor+xnor                       31                    0.00244
flops                        2236                      0.573
compound gates               2188                      0.117
buf+inv                      1172                     0.0416
## layout by cell type, fill, tap and decap left out, types with 19 or more instances in the layout
| cell | instances |
|---|---|
| clkinv_2 | 43 |
| ha_1 | 29 |
| o21ai_1 | 188 |
| nor3_2 | 44 |
| inv_1 | 22 |
| a32oi_1 | 119 |
| a21oi_1 | 196 |
| mux2_2 | 68 |
| dfxtp_1 | 21 |
| clkdlybuf4s50_1 | 283 |
| clkbuf_16 | 241 |
| nor2_2 | 60 |
| nand4_1 | 37 |
| nor2_1 | 236 |
| clkinv_1 | 69 |
| a31oi_1 | 152 |
| a311oi_1 | 146 |
| a22o_1 | 74 |
| o2111ai_1 | 28 |
| nand3_1 | 649 |
| mux2i_1 | 1200 |
| edfxtp_1 | 2214 |
| and3_1 | 166 |
| a2111oi_0 | 73 |
| a221oi_1 | 54 |
| diode_2 | 52 |
| o22ai_1 | 162 |
| nand2_2 | 59 |
| buf_4 | 418 |
| o21ai_0 | 851 |
| mux4_2 | 19 |
| clkbuf_1 | 54 |
| nand2_1 | 2592 |
## metrics by stage
stage	instances	hold WS (ns)	total power (uW)
floorplan	10900	0.439	4830
global placement	13600	0.450	6790
detailed placement	13600	0.462	6810
CTS	14000	0.471	8460
global route	14000	0.495	8900
finish	14000	0.473	8620
## routing by layer
layer  global-route usage  up-vias  part of all wire
met1                0.528    44100              0.34
met2                0.542     5862              0.43
met5              0.00714        -           0.00093
met3                0.258     1239              0.16
met4                0.213       34             0.065
li1                     -    40100                 -
Power is estimated from default activity; no workload was simulated.
